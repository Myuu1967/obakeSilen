**run.sh**
```bash
#!/bin/bash
# OpenROAD 26Q1-2900-gdf79404cd8, Yosys 0.63+post, stock flow scripts
make -C /OpenROAD-flow-scripts/flow DESIGN_CONFIG=/design/flow/config.mk WORK_HOME=/design/flow/orfs finish
```
**config.mk**
```make
export PLATFORM = sky130hd
export DESIGN_NAME = drv7seg
export DESIGN_NICKNAME = drv7seg
export VERILOG_FILES = /design/flow/design.v
export SDC_FILE = /design/flow/constraint.sdc
export NUM_CORES = 4
export LEC_CHECK = 1
export CORE_AREA = 10 10 70 70
export DIE_AREA = 0 0 80 80
```
**constraint.sdc**
```tcl
current_design drv7seg

set clk_period 1.2
set clk_io_pct 0.2

create_clock -name clk0 -period $clk_period

set non_clock_inputs [all_inputs -no_clocks]
set_input_delay [expr $clk_period * $clk_io_pct] -clock clk0 $non_clock_inputs
set_output_delay [expr $clk_period * $clk_io_pct] -clock clk0 [all_outputs]
```
**design.v**
```verilog
module drv7seg (
	input [3:0]  in,
	input        dp,
	output [7:0] seg
) ;
    function [6:0] f ;
        input [3:0] sw ;
        begin
            case(sw)
            4'h0: f = 7'h3F ;  
            4'h1: f = 7'h06 ;  
            4'h2: f = 7'h5B ;  
            4'h3: f = 7'h4F ;  
            4'h4: f = 7'h66 ;  
            4'h5: f = 7'h6D ;  
            4'h6: f = 7'h7D ;  
            4'h7: f = 7'h27 ;  
            4'h8: f = 7'h7F ;  
            4'h9: f = 7'h6F ;  
            4'hA: f = 7'h77 ;  
            4'hB: f = 7'h7C ;  
            4'hC: f = 7'h58 ;  
            4'hD: f = 7'h5E ;  
            4'hE: f = 7'h79 ;  
            4'hF: f = 7'h71 ;  
            endcase
        end
    endfunction
    assign seg = { dp, f(in) } ;
endmodule  
```
==> summary.txt <==
Implementation results.

The top cell types in the final layout, fill and taps aside, are 8 x buf_2, 6 x buf_4, 6 x buf_6, 5 x ha_4, 3 x inv_1. The number of endpoints failing setup at the final stage is 5. The worst setup path is launched from a primary input. The routed wire length is between 900 and 1000 um.

The area of the core is between 3000 and 4000 um2. The post-route core utilization is 0.173. The cell sequence reported for the critical path is buf_12, inv_8, ha_4, mux4_2, buf_2. Hold repair after CTS inserted 0 buffers.

The proportion of layout cells with a drive suffix above 1 is 0.725. The summed area of non-filler cells in the final layout is ~600 um2. The worst hold path begins at dp.

The cell count in the Yosys report is 32. The flow ran to the end, but the final reports show violations. In the final layout, the clock buffer count is 0. The hold violation count in the final report is 0. The number of DRC markers in iteration 0 is 7.

The type of destination of the critical path is an output pin. For this run, the chip area from Yosys synthesis comes to roughly 270 um2. The share of the Yosys chip area taken by registers is 0. The HPWL after detailed placement is just under 700 um. Max-slew check failures listed in the final report amount to 0.

The cell-mix breakdown from Yosys lists the compound-gate area share as 0.174. In the global route stage, overall resource usage came out at 0.0292. The area of the die is between 6000 and 7000 um2. In the final layout, flip-flops and latches occupy 0 um2. The relative max-transition margin is 0.848.

The cell type of the slowest stage on the worst timing path is mux4_2. Buffers placed on the I/O ports in this run total 11. Derived from the worst setup path, the maximum achievable clock frequency is approximately 700 MHz. The required arrival time at the worst endpoint is between 0.9 and 1 ns. The most critical min-delay path falls under primary input to output pin. The timing report gives the biggest stage delay along the critical path as 0.44 ns. The maximum ir drop on the vdd rail is ~0.047 mV. At the worst endpoint, the arrival time is between 1 and 1.5 ns. In the final timing run, aggregate negative setup slack is -0.838 ns. The number of stages on the worst hold path is 0. The first global-routing pass estimated around 1600 um of wire. The power per cell area is 293 nW/um2. The via count of the first global-routing pass came to 338. The number of instances in the synthesized netlist is 32.

Among logic cells in the layout, the one with the most instances is buf_2. Of the available clock period, the critical path in the final layout requires 1.19. The number of rows created at floorplan is 21. The total inserted antenna cells is 0. Setup repair after global routing could not meet its margin everywhere. The detail-routed via count per cell is between 3 and 4.

The critical-path maximum fanout is 4. The total number of warnings across the stage logs is around 40. The category of the most critical setup path is primary input to output pin. The endpoint of the worst hold path is seg[7]. The placed instances occupy a cell area of ~470 um2. The actual transition at the worst max-transition pin is around 0.23 ns.

Relative to the synthesized area, the layout overhead comes to 116%. Prior to clock tree synthesis, the placed netlist has a worst setup slack of -1.13 ns. The largest net degree at the start of global routing is 6. The main logic family after synthesis is adder cells. The flip-flop and latch count is 0.

The cell-mix breakdown from Yosys lists the simple-gate area share as 0.137. The placer congestion estimate is 0.769. Per the synthesis report, the adder-cell share of the synthesized area is 0.320. The routed wire length per instance is about 9.6 um. Once detail routing completed, the nets flagged for antenna violations numbered 0. The number of antenna violations at the first check in global routing was 0.

The power report puts the leakage power at between 0.2 and 0.25 nW. In this run the vertical extent of the chip is 80 um. Global routing finished with a remaining overflow of 0. The count of different cell masters after synthesis is 18. Summing over every cut layer, the via total after detailed routing is about 310. The tally of yosys warning messages is 1. In this run the maximum-capacitance check reported violations numbering 0. In this run, the synthesized area fraction spent on xor and xnor cells is recorded as 0.

The smallest setup slack after layout is -0.228 ns. The final critical delay including setup and external delays is between 1 and 1.5 ns. The overall power consumption is about 0.00017 W. Per the detail_route report, DRC violations left total 0. The die extent in x is approximately 80 um.

The checks that failed: negative setup slack. In this run the count of I/O pins placed on the die edge is 13. After synthesis, the share of cell area in mux cells is 0.178.

The initial core utilization is 0.0802. After filler insertion, the fill cell instance count of the layout stands at approximately 370. The combined area of all synthesized cells is around 270 um2. The length of the first detailed-routing pass in iterations is 2. In this run the mean area of a mapped cell was roughly 8.6 um2.
final cells by class:
cell class | count | area, um2 | share of cell area
multi-input combinational | 22 | 298 | 0.503
timing repair buffer | 22 | 193 | 0.326
tap | 46 | 57.6 | 0.0973
inverter | 7 | 43.8 | 0.0740
kinds of logic (layout without fill, tap and decap cells):
group,after synthesis,after routing
AOI/OAI and AO/OA,6,6
and+or+nand+nor,7,7
adders and majority gates,7,7
buffers and inverters,10,29
muxes,2,2
cells in the mapped netlist, drive strengths merged:
| master | n | share of area |
|---|---|---|
| ha | 7 | 0.32 |
| inv | 7 | 0.11 |
| nor2b | 4 | 0.091 |
| buf | 3 | 0.087 |
| mux4 | 2 | 0.18 |
| a211o | 1 | 0.032 |
| a21o | 1 | 0.027 |
| a22oi | 1 | 0.027 |
| a31oi | 1 | 0.023 |
| nand2 | 1 | 0.014 |
| nor2 | 1 | 0.014 |
| nor3 | 1 | 0.018 |
| o31ai | 1 | 0.027 |
| o32a | 1 | 0.037 |
critical path, delay by kind of cell:
family	cells	cell delay (ns)
buffers and inverters	3	0.31
adder cells (fa/ha/maj)	1	0.20
multiplexers	1	0.44
power by group:
part / internal [W] / total, W / switching [W]
Clock: 0 / 0 / 0
Combinational: 0.000104 / 0.000174 / 0.0000696
Sequential: 0 / 0 / 0
timing repair:
| action | 4_1_cts | 5_1_grt |
|---|---|---|
| buffers inserted | 5 | 0 |
| cloned | 1 | 0 |
| pin swaps | 6 | 3 |
| setup endpoints to repair | 7 | 6 |
| gates resized | 69 | 4 |
through the flow:
stage               hold WS, ns  cells
CTS                       0.480     97
global placement          0.480     91
finish                    0.480     97
detailed placement        0.480     91
floorplan                 0.546     32
global route              0.480     97
per-layer routing:
metal,part of all wire,up-vias,GRT usage
met5,0,-,0
met3,0.10,0,0.00795
li1,-,144,-
met1,0.36,153,0.0299
met2,0.53,9,0.0594
met4,0,0,0
worst max path at each step:
stage / cells after the start / slack, ns / startpoint / end
final: 5 / -0.23 / in[0] / seg[3]
after CTS: 5 / -0.23 / in[0] / seg[3]
after global routing: 5 / -0.25 / in[0] / seg[3]
No activity file was given, so power comes from the tool's default toggle rates.
