===== flow/config.mk =====
export PLATFORM = sky130hd
export DESIGN_NAME = debounce
export DESIGN_NICKNAME = debounce
export VERILOG_FILES = /design/flow/design.v
export SDC_FILE = /design/flow/constraint.sdc
export NUM_CORES = 4
export LEC_CHECK = 1
export CORE_AREA = 10 10 92 92
export DIE_AREA = 0 0 102 102

===== flow/constraint.sdc =====
current_design debounce

set clk_period 2.8
set clk_io_pct 0.2

create_clock -name clk0 -period $clk_period [get_ports {clk}]

set non_clock_inputs [all_inputs -no_clocks]
set_input_delay [expr $clk_period * $clk_io_pct] -clock clk0 $non_clock_inputs
set_output_delay [expr $clk_period * $clk_io_pct] -clock clk0 [all_outputs]

===== flow/design.v =====
module clkdiv(
    input        clk,
    input        rst,
    input [23:0] max,
    output       tc
) ;
    reg [23:0] count ;
    always @(posedge clk or posedge rst) begin 
        if (rst == 1'b1) begin
            count <= 24'd0 ;
        end else begin
            if (tc == 1'b1) 
                count <= 24'd0 ;
            else
                count <= count + 24'd1 ;
        end 
    end  
    assign tc = (count >= max) ? 1'b1 : 1'b0 ;
endmodule  
module debounce(
    input  clk,
    input  rst,
    input  in,
    output out
) ;
    reg [3:0] key_n ;
    wire      clk400Hz ;
    clkdiv clkdiv_1 (.clk(clk), .rst(rst), .max(24'd29999), .tc(clk400Hz)) ;
    always @(posedge(clk400Hz) or posedge(rst)) begin
        if (rst == 1'b1) begin
            key_n = 4'd0 ;
        end else begin
            key_n[3] <= key_n[2] ;
            key_n[2] <= key_n[1] ;
            key_n[1] <= key_n[0] ;
            key_n[0] <= in ;
        end
    end
    assign out = |key_n ;  
endmodule  

===== flow/run.sh =====
#!/bin/bash
# OpenROAD 26Q1-2900-gdf79404cd8, Yosys 0.63+post, stock flow scripts
make -C /OpenROAD-flow-scripts/flow DESIGN_CONFIG=/design/flow/config.mk WORK_HOME=/design/flow/orfs finish

==> Changelog: implementation <==
## Flow update

- Netlist area before placement: 1250 um^2
- Late-Pin Clk Latency: 0.26 ns
- HPWL after detailed placement: 1240 um
- Arrival time worst endpoint: 2.04 ns
- Max VDD drop: 363 uV
- Top cells by area: dfrtp_1 (56%), nor3_2 (8.0%), xnor2_1 (7.7%), nor4_2 (5.0%), nor3_1 (2.8%)
- Cts repair resizes: 0
- DIE WIDTH: 102 um
- Critical path data required time: 2.91 ns
- Kind of capture point of the worst setup path: register
- Number of antenna violations at the first check in global routing: 0
- Total number of H-tree levels: 1
- Worst Setup Start Kind: register
- Remaining Overflow, GRT: 0
- Number of buffers added on ports: 3
- Number of violations reported at the end of detailed-routing iteration 0: 57
- Routed length per instance: 9.65 um
- Setup Buffers After CTS: 0
- Number of hold violations in the final report: 0
- Overall chip area: 10,400 um^2
- Class of the tightest hold or removal check: reg2reg
- Headroom to the max-slew limit: 0.464
- Total negative slack: 0 ns
- Static leakage: 0.502 nW
- Worst setup path startpoint: clkdiv_1.count[0]
- Worst setup path class: reg2reg
- Placed standard-cell area: 1390 um^2
- Gate count of the mapped netlist: 96
- Global-route usage over all layers: 0.0380
- Post-layout util: 0.226
- Cell at the root of the clock tree: clkbuf_8
- Maximum number of pins on one net before global-route repair: 29
- Yosys chip area: 1250 um^2
- Critical register-to-register path startpoint: clkdiv_1.count[0]
- Worst reg-to-reg path cell count: 5
- Hold path depth: 1
- Total via count after detailed routing: 686
- Top Ports: 4
- Pre-CTS setup slack: 0.875 ns
- Fraction of final layout cells sized beyond drive strength 1: 0.234
- Area growth from synthesis to layout: 17.4%
- Dominant flop cell: dfrtp_1
- Via density per instance: 3.65
- Design Area, Final: 1460 um^2
- Buffer depth of the longest clock path: 2
- OpenROAD warnings: 25
- Fraction of synthesis flops using an asynchronous set or reset pin: 1.00
- First drt pass iteration count: 4
- Register-to-register setup slack: 0.87 ns
- TritonCTS clock tree: done
- Antenna diodes: 0
- Number of clock buffers inserted by TritonCTS: 3
- Final-report setup violation count: 0
- Unrepaired setup endpoints after global routing: false
- Cell total in the yosys stat output: 96
- Global-route wire length before repair: 3350 um
- CTS clock-pin slew for the worst setup and hold paths: 0.08 ns
- Gp weighted congestion: 0.772
- Most frequent logic cells in the routed design: dfrtp_1 (28), xnor2_1 (11), nor3_2 (10)
- Max Transition Viols Final: 0
- Final min period: 1.93 ns
- Number of synthesized register bits: 28
- Sequential-to-total area share from yosys stat: 0.562
- Fmax: 0.519 GHz
- Count of hold buffers inserted by post-cts repair: 0
- Rows: 29
- Die Y: 102 um
- Post-layout period usage: 0.688
- Via count of the first global-routing pass: 730
- Area share of the leading cell type in the synthesized netlist: 0.562
- Max Clock Skew: 0.00213 ns
- Min Hold Slack: 0.503 ns
- Most common cell after layout, fill and taps aside: dfrtp_1
- Slew @ Worst Pin: 0.802 ns
- Post-route DRC: 0
- Final antenna-violating net count: 0
- Count of unclocked register or latch pins: 4
- Worst Path Max Fanout: 15
- Number of enable-type register cells in the synthesized netlist: 0
- Power density over the cells: 455 nW/um^2
- Overall routed net length: 1810 um
- Synthesis warning total: 2
- Endpoint of the worst hold path: clkdiv_1.count[0]
- Tally of max-capacitance violations: 0
- Count of endpoints without a timing constraint: 5
- Mapped Avg Cell Area: 13.0 um^2
- Origin of the worst min-delay path: clkdiv_1.count[0]
- Capture point of the worst reg-to-reg path: clkdiv_1.count[2]
- Floorplan-stage core utilization: 0.193
- Outcome: completed
- Slack of the critical path: 0.872 ns
- Core footprint: 6460 um^2
- Cell taking the most area after synthesis: dfrtp_1
- Unique cell type count in the Yosys netlist: 25
[cell families after synthesis]
| family | Yosys count | synth area share |
|---|---|---|
| other | 1 | 0.00301 |
| xor gates and xnor gates | 13 | 0.0914 |
| and+or+nand+nor | 42 | 0.258 |
| DFF | 28 | 0.562 |
| buffers and inverters | 7 | 0.0361 |
| AOI/OAI and AO/OA | 4 | 0.0392 |
| adders and majority gates | 1 | 0.0100 |
[routing by layer]
| metal | up-vias | routed length (um) | GRT usage |
|---|---|---|---|
| met5 | - | 0 | 0 |
| met4 | 0 | 19 | 0.00759 |
| met3 | 2 | 26 | 0.00545 |
| met2 | 3 | 787 | 0.0583 |
| met1 | 326 | 981 | 0.0562 |
| li1 | 355 | - | - |
[layout make-up]
class / count / area, um^2
Sequential cell: 28 / 701
Inverter: 5 / 18.8
Tap cell: 77 / 96.3
Multi-Input combinational cell: 69 / 531
Timing Repair Buffer: 5 / 45.0
Clock buffer: 3 / 41.3
Clock inverter: 1 / 30.0
Fill cell: 683 / 5000
[flip-flops by register name, summed over array words and instances, names as in the netlist]
name            cells
key_n               4
clkdiv_1.count     24
[cell usage after synthesis (2+ instances only)]
| cell | instances |
|---|---|
| nor3_2 | 10 |
| xnor2_1 | 11 |
| inv_1 | 5 |
| nor4_2 | 5 |
| nand4_1 | 3 |
| xor2_1 | 2 |
| dfrtp_1 | 28 |
| nor2_1 | 5 |
| nand3_1 | 4 |
| nand2_1 | 2 |
| nor3_1 | 7 |
[report_power, final]
group / switching (mW) / internal [mW]
Combinational: 0.00989 / 0.00451
Clock: 0.105 / 0.191
Sequential: 0.00235 / 0.353
[critical path, stage by stage (launching register included)]
cell      delay [ns]
dfrtp_1         0.41
ha_1            0.22
and3_4          0.22
o21ai_2         0.07
a211oi_4        0.72
nor3_1          0.14
[metrics by stage]
stage          cells  total power [mW]
2_1_floorplan    104             0.371
3_3_place_gp     184             0.377
3_5_place_dp     184             0.378
4_1_cts          188             0.676
5_1_grt          188             0.693
6_report         188             0.666
[worst max path at each step]
stage	to	slack [ns]
CTS	clkdiv_1.count[4]	0.85
global route	clkdiv_1.count[3]	0.68
finish	clkdiv_1.count[2]	0.87
No activity file was given, so power comes from the tool's default toggle rates.
