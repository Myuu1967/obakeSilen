### design/flow/design.v
module registers (
    input clk,
    input rst,                 
    input we4,
    input [3:0] addr4,
    input [3:0] wdata4,
    output reg [3:0] rdata4,
    input we8,
    input [2:0] addr8,
    input [7:0] wdata8,
    output reg [7:0] rdata8
);
    reg [3:0] regs [0:15];
    integer i;
    initial begin
        for (i = 0; i < 16; i = i + 1) begin
            regs[i] = 4'b0000;
        end
    end
    always @(posedge clk) begin
        if (we4) begin
            regs[addr4] <= wdata4;
        end
        if (we8) begin
            regs[{addr8, 1'b0}] <= wdata8[3:0];
            regs[{addr8, 1'b1}] <= wdata8[7:4];
        end
    end
    always @(posedge clk) begin
        rdata4 <= regs[addr4];
        rdata8 <= {regs[{addr8, 1'b1}], regs[{addr8, 1'b0}]};
    end
endmodule
### design/flow/run.sh
#!/bin/bash
# OpenROAD 26Q1-2900-gdf79404cd8, Yosys 0.63+post, stock flow scripts
make -C /OpenROAD-flow-scripts/flow DESIGN_CONFIG=/design/flow/config.mk WORK_HOME=/design/flow/orfs finish
### design/flow/config.mk
export PLATFORM = sky130hd
export DESIGN_NAME = registers
export DESIGN_NICKNAME = registers
export VERILOG_FILES = /design/flow/design.v
export SDC_FILE = /design/flow/constraint.sdc
export NUM_CORES = 4
export LEC_CHECK = 1
export CORE_UTILIZATION = 40
### design/flow/constraint.sdc
current_design registers

set clk_period 2.2
set clk_io_pct 0.2

create_clock -name clk0 -period $clk_period [get_ports {clk}]

set non_clock_inputs [all_inputs -no_clocks]
set_input_delay [expr $clk_period * $clk_io_pct] -clock clk0 $non_clock_inputs
set_output_delay [expr $clk_period * $clk_io_pct] -clock clk0 [all_outputs]
==> results_dict.tcl <==
# yosys + openroad results
set metrics [dict create \
    status "complete, no violations" \
    die_h_um 104 \
    yosysChipArea_um2 4150 \
    hp-start "regs[4][1]$_DFFE_PP_" \
    simple_gate_share 0.216 \
    rows 36 \
    synthAoiAreaFrac 0.0265 \
    hold_path_class "reg -> reg" \
    fp_util 0.419 \
    path_max_fanout 5 \
    r2r_setup_slack_ns 0.82 \
    fin_skew_ns 0.0128 \
    cts-root-buf "clkbuf_8" \
    synth_cell_types 26 \
    drtAntennaViolNets 0 \
    ys_ff 76 \
    edf_count 64 \
    cts_setup_buffers 0 \
    postSynthCellCount 370 \
    die_width_um 104 \
    wirelength_um 10500 \
    ys_sh_mux 0.195 \
    cts_tree "done" \
    ys_seq_share 0.521 \
    clkTransAtPathRegs_ns 0.08 \
    grt_pass1_wl_um 16400 \
    period_needed_ns 1.92 \
    cp-startpoint "addr4[1]" \
    grt_pass1_vias 2989 \
    via_per_inst 5.27 \
    dr.pass1.iters 4 \
    critical_path_arrival_ns 1.90 \
    ys_sh_xor 0 \
    synth.avg_cell_area_um2 11.2 \
    dp_hpwl_um 8180 \
    async_flop_share 0 \
    power_density_nw_per_um2 651 \
    cts-resized-gates 0 \
    routabilityCongestion 0.884 \
    antennaDiodeCount 0 \
    grt_overflow 0 \
    warnings 26 \
    maxSlewViolCount 0 \
    place.port_buffers 33 \
    synth_dominant_cell_count "nand2_1" \
    hold_viol 0 \
    core_um2 9910 \
    syn-cell-area_um2 4150 \
    rsz0062_at_grt "no" \
    yosysWarnings 1 \
    drt_iter0_drc 231 \
    die_area_um2 10800 \
    clock_latency_ns 0.35 \
    p_leak_nw 1.89 \
    endpoint_kind "flip-flop" \
    finish.utilization 0.505 \
    drv_cap 0 \
    slew_headroom 0.574 \
    synthToLayoutAreaGrowth_pct 20.5 \
    synthTopCellsByCount "165 x nand2_1, 64 x edfxtp_1, 32 x mux4_2" \
    drive_gt1_frac 0.230 \
    cts.sinks 76 \
    fin_crit_sh 0.872 \
    synthTopCellsByArea "edfxtp_1 46%, mux4_2 17%, nand2_1 15%" \
    num-fill-cells 879 \
    yosysCellCount 370 \
    cts_max_path_buffers 2 \
    path_class "in -> reg" \
    grtUsageTotal 0.220 \
    p_total_w 0.00326 \
    htree_levels 3 \
    top_area_frac 0.463 \
    fmax_ghz 0.521 \
    dr_total_vias 2919 \
    ctsHoldBuffers 0 \
    setup_viol 0 \
    post_drt_wl_per_cell_um 18.9 \
    drcViolationCount 0 \
    tightest_slew_ns 0.632 \
    startpoint_type "input pin" \
    grt_start_max_net_pins 21 \
    ys.flop_type "edfxtp_1" \
    top_area_cell "edfxtp_1" \
    ys_top_logic_family "simple AND/OR/NAND/NOR gates" \
    crit_required_ns 2.18 \
    io_pins 35 \
    fa_ha_area_frac 0 \
    rr_startpoint "regs[9][3]$_DFFE_PP_" \
    antenna_found_initial 0 \
    ir_drop_mv 0.244 \
    cts_buffers 9 \
]
stage by stage:
step | instances | setup TNS, ns | cell area (um^2) | setup WS, ns | hold WS (ns)
after floorplan | 370 | 0 | 4150 | 0.316 | 0.646
after global placement | 538 | -0.171 | 4800 | -0.0233 | 0.697
after detailed placement | 538 | -0.522 | 4800 | -0.0592 | 0.699
after CTS | 554 | 0 | 5000 | 0.314 | 0.724
after global routing | 554 | 0 | 5000 | 0.209 | 0.748
final | 554 | 0 | 5000 | 0.281 | 0.728
sequential cells by signal, summed over array words and instances (netlist names):
register	flops
rdata4	4
regs	64
rdata8	8
final timing paths:
| kind | to | cells after the start |
|---|---|---|
| hold / removal | rdata8[1]$_DFF_P_ | 2 |
| hold reg to reg | rdata8[1]$_DFF_P_ | 2 |
| setup / recovery | regs[10][0]$_DFFE_PP_ | 3 |
| setup reg to reg | rdata8[7]$_DFF_P_ | 2 |
area by class of cell:
class	count	area (um^2)	share of cell area
multi-input cells	259	1820	0.363
flip-flops and latches	76	2160	0.432
well taps	133	166	0.0333
clock inverters	7	75.1	0.0150
clock buffers	9	124	0.0248
repair buffers	70	658	0.132
logic make-up after synthesis:
group	Yosys count
DFF	76
buffers and inverters	35
and+or+nand+nor	199
AOI/OAI and AO/OA	20
muxes	40
critical path, cell delays in order:
cell             delay (ns)
clkdlybuf4s50_1        0.58
nand3b_1               0.28
o21ai_0                0.59
layer usage:
layer	up-vias	wire length (um)	GRT usage
met2	164	4580	0.308
met4	0	188	0.0296
met3	11	1420	0.116
met5	-	0	0
met1	1324	4280	0.337
li1	1420	-	-
power by group:
part	internal, W	switching, W
combinational	0.000270	0.000229
sequential	0.00166	0.0000472
clock	0.000529	0.000520
placed cells by master, fill, tap and decap left out:
cell type / Yosys / layout
nor2b_1: 2 / 2
dfxtp_1: 12 / 12
nand3_1: 9 / 9
buf_4: 1 / 33
edfxtp_1: 64 / 64
o21ai_0: 16 / 16
buf_12: 0 / 4
mux4_2: 32 / 32
or3b_2: 1 / 1
or2_2: 1 / 1
and4_1: 1 / 1
mux2_2: 8 / 8
nor4bb_1: 3 / 3
a22oi_1: 4 / 4
nand4bb_1: 3 / 3
inv_6: 0 / 2
bufinv_16: 0 / 1
nand3b_1: 2 / 2
nand2_1: 165 / 165
clkinvlp_4: 0 / 3
or4b_4: 1 / 1
clkinv_2: 0 / 1
and4b_1: 3 / 3
nand2b_1: 2 / 2
nor4b_4: 1 / 1
clkbuf_8: 0 / 9
clkdlybuf4s50_1: 0 / 33
nand4b_1: 3 / 3
nor2_1: 1 / 1
nand4_1: 1 / 1
Power and IR drop assume default switching activity.
